`./config.mk`:
```
export PLATFORM = sky130hd
export DESIGN_NAME = btn
export DESIGN_NICKNAME = btn
export VERILOG_FILES = /design/flow/design.v
export SDC_FILE = /design/flow/constraint.sdc
export NUM_CORES = 4
export LEC_CHECK = 1
export CORE_UTILIZATION = 30
```
`./constraint.sdc`:
```
current_design btn

set clk_period 3.1
set clk_io_pct 0.2

create_clock -name clk0 -period $clk_period [get_ports {pixel_clk}]

set non_clock_inputs [all_inputs -no_clocks]
set_input_delay [expr $clk_period * $clk_io_pct] -clock clk0 $non_clock_inputs
set_output_delay [expr $clk_period * $clk_io_pct] -clock clk0 [all_outputs]
```
`./design.v`:
```
module btn(
	input PlayerA_up_i,
	input PlayerA_down_i,
	input PlayerB_up_i,
	input PlayerB_down_i,
	input pixel_clk,
	input reset,
    output reg PlayerA_up_out,
    output reg PlayerA_down_out,
    output reg PlayerB_up_out,
    output reg PlayerB_down_out
);
reg [1 : 0] PlayerA_up_sw;
reg [1 : 0] PlayerA_down_sw;
reg [1 : 0] PlayerB_up_sw;
reg [1 : 0] PlayerB_down_sw;
reg [16 : 0] PlayerA_up_cnt;
reg [16 : 0] PlayerA_down_cnt;
reg [16 : 0] PlayerB_up_cnt;
reg [16 : 0] PlayerB_down_cnt;
reg PlayerA_up_state_o;
reg PlayerA_down_state_o;
reg PlayerB_up_state_o;
reg PlayerB_down_state_o;
wire PlayerA_up_cnt_max = (PlayerA_up_cnt == 16'hFFFF);
wire PlayerA_down_cnt_max = (PlayerA_down_cnt == 16'hFFFF);
wire PlayerB_up_cnt_max = (PlayerB_up_cnt == 16'hFFFF);
wire PlayerB_down_cnt_max = (PlayerB_down_cnt == 16'hFFFF);
wire PlayerA_up_change = (PlayerA_up_state_o != PlayerA_up_sw[1]);
wire PlayerA_down_change = (PlayerA_down_state_o != PlayerA_down_sw[1]);
wire PlayerB_up_change = (PlayerB_up_state_o != PlayerB_up_sw[1]);
wire PlayerB_down_change = (PlayerB_down_state_o != PlayerB_down_sw[1]);
always@(posedge pixel_clk or negedge reset)
begin
    if(!reset)
	begin
        PlayerA_up_sw <= 0;
    end
    else 
    begin
        PlayerA_up_sw <= {PlayerA_up_sw[0], ~PlayerA_up_i};
    end
end
always@(posedge pixel_clk or negedge reset)
begin
    if(!reset)
	begin
        PlayerA_down_sw <= 0;
    end
    else 
    begin
	    PlayerA_down_sw <= {PlayerA_down_sw[0], ~PlayerA_down_i};
    end
end
always@(posedge pixel_clk or negedge reset)
begin
    if(!reset)
	begin
        PlayerB_up_sw <= 0;
    end
    else 
    begin
	    PlayerB_up_sw <= {PlayerB_up_sw[0], ~PlayerB_up_i};
    end
end
always@(posedge pixel_clk or negedge reset)
begin
    if(!reset)
	begin
        PlayerB_down_sw <= 0;
    end
    else 
    begin
	    PlayerB_down_sw <= {PlayerB_down_sw[0], ~PlayerB_down_i};
    end
end
always@(posedge pixel_clk)
begin
    if(!reset)
	begin
        PlayerA_up_cnt <= 0;
    end
    else if(PlayerA_up_change)
	begin
		PlayerA_up_cnt <= PlayerA_up_cnt + 1;
	end
	else
	begin
		PlayerA_up_cnt <= 0;
	end
end
always@(posedge pixel_clk)
begin
    if(!reset)
	begin
        PlayerA_up_state_o <= 0;
    end
    else if(PlayerA_up_change == 1 && PlayerA_up_cnt_max == 1)
	begin
		PlayerA_up_state_o <= ~PlayerA_up_state_o;
	end
end
always@(posedge pixel_clk)
begin
    if(!reset)
	begin
        PlayerA_down_cnt <= 0;
    end
    else if(PlayerA_down_change)
	begin
		PlayerA_down_cnt <= PlayerA_down_cnt + 1;
	end
	else
	begin
		PlayerA_down_cnt <= 0;
	end
end
always@(posedge pixel_clk)
begin
    if(!reset)
	begin
        PlayerA_down_state_o <= 0;
    end
    else if(PlayerA_down_change && PlayerA_down_cnt_max)
	begin
		PlayerA_down_state_o <= ~PlayerA_down_state_o;
	end
end
always@(posedge pixel_clk)
begin
    if(!reset)
	begin
        PlayerB_up_cnt <= 0;
    end
    else if(PlayerB_up_change)
	begin
		PlayerB_up_cnt <= PlayerB_up_cnt + 1;
	end
	else
	begin
		PlayerB_up_cnt <= 0;
	end
end
always@(posedge pixel_clk)
begin
    if(!reset)
	begin
        PlayerB_up_state_o <= 0;
    end
    else if(PlayerB_up_change && PlayerB_up_cnt_max)
	begin
		PlayerB_up_state_o <= ~PlayerB_up_state_o;
	end
end
always@(posedge pixel_clk)
begin
    if(!reset)
	begin
        PlayerB_down_cnt <= 0;
    end
    else if(PlayerB_down_change)
	begin
		PlayerB_down_cnt <= PlayerB_down_cnt + 1;
	end
	else
	begin
		PlayerB_down_cnt <= 0;
	end
end
always@(posedge pixel_clk)
begin
    if(!reset)
	begin
        PlayerB_down_state_o <= 0;
    end
    else if(PlayerB_down_change && PlayerB_down_cnt_max)
	begin
		PlayerB_down_state_o <= ~PlayerB_down_state_o;
	end
end
always@(posedge pixel_clk)
begin
    if(!reset)
	begin
        PlayerA_up_out <= 0;
    end
    else
    begin
        PlayerA_up_out <= PlayerA_up_change & PlayerA_up_cnt_max & ~PlayerA_up_state_o;
    end
end
always@(posedge pixel_clk)
begin
    if(!reset)
	begin
        PlayerA_down_out <= 0;
    end
    else
    begin
        PlayerA_down_out <= PlayerA_down_change & PlayerA_down_cnt_max & ~PlayerA_down_state_o;
    end
end
always@(posedge pixel_clk)
begin
    if(!reset)
	begin
        PlayerB_up_out <= 0;
    end
    else
    begin
        PlayerB_up_out <= PlayerB_up_change & PlayerB_up_cnt_max & ~PlayerB_up_state_o;
    end
end
always@(posedge pixel_clk)
begin
    if(!reset)
	begin
        PlayerB_down_out <= 0;
    end
    else
    begin
        PlayerB_down_out <= PlayerB_down_change & PlayerB_down_cnt_max & ~PlayerB_down_state_o;
    end
end
endmodule
```
`./run.sh`:
```
#!/bin/bash
# OpenROAD 26Q1-2900-gdf79404cd8, Yosys 0.63+post, stock flow scripts
make -C /OpenROAD-flow-scripts/flow DESIGN_CONFIG=/design/flow/config.mk WORK_HOME=/design/flow/orfs finish
```
==> flow_summary.ini <==
; flow metrics
[outcome]
status = finished clean

[drt]
drcViolationCount = 0
first_iter_violations = 59
drt_pre_antenna_iters = 4
antenna_violating_nets_post_route = 0
vias_after_detailed_routing = 2362
routedWlPerCell_um = 9.869
antenna_cells = 0
drt_wl_total_um = 5191
vias_per_cell = 4.490

[synth]
yosys.stat.chipArea_mm2 = 0.003366
ys_seq_share = 0.5115
synth_stat.cells = 364
post_synth_num_cell_types = 27
synth.avg_cell_area_um2 = 9.247
ys_async_sr_fraction = 0.09524
ys_ff = 84
synthFlopType = dfxtp_1
yosysWarningCount = 1
syn-instance-count = 364
synth-edff-count = 0
synth.cell_area_mm2 = 0.003366

[global_route]
antenna_found_initial = 0
largest_net_degree_at_the_start_of_global_routing = 17
gr-usage-all-layers = 0.09907
grt_pass1_vias = 2230
grt_pass1_wl_um = 9370
globalRouteOverflowTotal = 0

[floorplan]
floorplan.die.height_um = 107.9
io_pins = 10
core_area_mm2 = 0.01089
die_w_um = 107.9
chip_area_mm2 = 0.01165
fp_util = 0.3091
core.rowCount = 38

[setup_path]
critical-path-slowest-cell = nor4_1
cpMostUsedCell = ha_1
worstSetupPathType = register to register
worstReg2RegStart = PlayerB_up_cnt[0]$_SDFF_PN0_
path_max_fanout = 8
startpoint_type = register
cp_data_required_time_ns = 3.33
timing.critical_path.to_type = register
critical_path.startpoint = PlayerB_up_cnt[0]$_SDFF_PN0_
worst_ep_arrival_time_ns = 2.34
cp_cell_instances = ha_1, nand3_1, nor4_1, and3_1, ha_1, mux2i_1, nor2b_1
worst_path_largest_cell_delay_ns = 0.52

[clock_network]
cts_max_level = 3
ctsRootBufferMaster = clkbuf_8
cts.path.max_buffers = 2
cts_buffers = 9
cts.sinks = 84
postCtsSetupBuffers = 0
clock.latency.late_pin_ns = 0.34
holdBufCountCts = 0
cts_resized = 0
clk_pin_slew_ns = 0.08
tritoncts = yes

[timing]
finalWorstPathRequiredPeriod_ns = 2.112
worstMarginPinSlew_ns = 0.5586
setup_violations = 0
timing.final.hold_violations = 0
fmax_mhz = 473.5
setup_tns_ns = 0
fin_worst_skew_ns = 0.008146
rsz0062_at_grt = false
share_of_the_clock_period_used_by_the_worst_path_after_layout = 0.6813
slew_headroom = 0.6267
slew_viol_final = 0

[cells_and_area]
layout_top_cells = dfxtp_1, nor2_1, xnor2_1
final_common_cell = dfxtp_1
postLayoutCoreUtil = 0.3514
filler_cell_count = 1067
post_route_cells_drive_above_1_share = 0.05959
layout-area-overhead-vs-synth_pct = 13.68

[run]
stage_log_warnings = 25
timing.max_cap.violations = 0

[place]
gpl.final_weighted_congestion = 0.7510
port_buffers = 9
dp_hpwl_um = 3462

[power_and_ir_drop]
combPwrFrac = 0.019
power_switching_mw = 0.4191
cell_internal_pwr_mw = 1.480
seqPwrFrac = 0.578
power_density_mw_per_mm2 = 496.3
p_total_mw = 1.899
power_frac_clock = 0.403
irDropWorstVdd_mv = 0.2860
sw_frac_of_total = 0.2207
p_leak_nw = 1.237

[hold_path]
worstHoldPathType = register to register
hold_crit_start = PlayerB_up_sw[0]$_DFF_PN0_
## layer usage
layer / GRT usage / wire length [µm] / vias to the layer above
met1: 0.1497 / 2749 / 1076
met5: 0 / 0 / -
li1: - / - / 1259
met2: 0.1561 / 2266 / 19
met4: 0.01859 / 83 / 0
met3: 0.01481 / 92 / 8
## power groups by stage
stage                 clock network [mW]  logic (mW)  registers, mW
final                              0.766      0.0357           1.10
after CTS                          0.794      0.0371           1.10
after global routing               0.830      0.0409           1.10
## sequential cells by signal, indices dropped and copies added (netlist names), 2 cells and up
register / count
PlayerB_down_sw: 2
PlayerA_up_cnt: 17
PlayerA_down_sw: 2
PlayerB_up_cnt: 17
PlayerA_down_cnt: 17
PlayerA_up_sw: 2
PlayerB_up_sw: 2
PlayerB_down_cnt: 17
## synth_stat cells (3+ instances only)
cell	n	area share
a21oi_1	7	0.010
dfxtp_1	76	0.45
or3_1	6	0.011
xor2_1	8	0.021
and3_1	9	0.017
inv_1	23	0.026
nor2b_1	4	0.0074
nand4_1	11	0.020
dfrtp_1	8	0.059
nor2_1	68	0.076
clkbuf_1	5	0.0056
xnor2_1	44	0.11
and4b_1	4	0.012
nor3_1	17	0.025
nand4_2	3	0.011
nand2_1	16	0.018
ha_1	8	0.030
nand3_1	20	0.030
nor4_1	11	0.020
mux2i_1	4	0.012
o21ai_0	6	0.0089
## stage by stage
step                std cells  instance area, µm²  setup WS [ns]  hold WS (ns)
floorplan                 364                3366          1.286        0.3244
global placement          510                3627         0.8858        0.3315
detailed placement        510                3627         0.8111        0.3364
CTS                       526                3826          1.006        0.3549
global route              526                3826         0.7882        0.3579
finish                    526                3826         0.9879        0.3522
## worst paths after layout
check / cells after the start / slack, ns / end
setup / recovery: 7 / 0.99 / PlayerB_up_state_o$_SDFFE_PN0P_
hold / removal: 0 / 0.35 / PlayerB_up_sw[1]$_DFF_PN0_
setup reg to reg: 7 / 0.99 / PlayerB_up_state_o$_SDFFE_PN0P_
hold reg to reg: 0 / 0.35 / PlayerB_up_sw[1]$_DFF_PN0_
max in group asynchronous: 2 / 1.98 / PlayerB_up_sw[1]$_DFF_PN0_
min in group asynchronous: 1 / 0.62 / PlayerA_down_sw[0]$_DFF_PN0_
## cell type report
cell class / instances / area (µm²) / share of cell area
flip-flops and latches: 84 / 1722 / 0.4500
inverters: 23 / 86.33 / 0.02256
clock buffers: 9 / 123.9 / 0.03237
repair buffers: 11 / 105.1 / 0.02747
well taps: 140 / 175.2 / 0.04578
multi-input cells: 252 / 1539 / 0.4022
clock inverters: 7 / 75.07 / 0.01962
## critical path: cells and delay by family (launching register included)
kind / cells / cell delay, ns
mux: 1 / 0.19
fa+ha+maj: 2 / 0.37
simple gates: 4 / 1.06
flops: 1 / 0.38
## cells by family after synthesis
kind of cell / after synthesis / share of synthesized area
AND/OR/NAND/NOR: 172 / 0.2539
flip-flops: 84 / 0.5115
XOR/XNOR: 52 / 0.1353
buffers and inverters: 28 / 0.03123
AND-OR/OR-AND: 16 / 0.02640
adder cells (fa/ha/maj): 8 / 0.02974
multiplexers: 4 / 0.01190
Power is estimated from default activity; no workload was simulated.
